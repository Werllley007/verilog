==> flow/design.v <==
module memory #(parameter ADDR_WIDTH = 8, DATA_WIDTH = 32) (
    input clk,
    input mem_write,
    input mem_read,
    input [ADDR_WIDTH-1:0] address,
    input [DATA_WIDTH-1:0] write_data,
    output reg [DATA_WIDTH-1:0] read_data
);
    reg [DATA_WIDTH-1:0] mem [(2**ADDR_WIDTH)-1:0];
    always @(posedge clk) begin
        if (mem_write) begin
            mem[address] <= write_data;
        end
        if (mem_read) begin
            read_data <= mem[address];
        end
    end
endmodule
==> flow/run.sh <==
#!/bin/bash
# OpenROAD 26Q1-2900-gdf79404cd8, Yosys 0.63+post, stock flow scripts
make -C /OpenROAD-flow-scripts/flow DESIGN_CONFIG=/design/flow/config.mk WORK_HOME=/design/flow/orfs finish
==> flow/config.mk <==
export PLATFORM = sky130hd
export DESIGN_NAME = memory
export DESIGN_NICKNAME = memory
export VERILOG_FILES = /design/flow/design.v
export SDC_FILE = /design/flow/constraint.sdc
export NUM_CORES = 4
export LEC_CHECK = 1
export CORE_UTILIZATION = 40
export SYNTH_MEMORY_MAX_BITS = 65536
==> flow/constraint.sdc <==
current_design memory

set clk_period 66.6
set clk_io_pct 0.2

create_clock -name clk0 -period $clk_period [get_ports {clk}]

set non_clock_inputs [all_inputs -no_clocks]
set_input_delay [expr $clk_period * $clk_io_pct] -clock clk0 $non_clock_inputs
set_output_delay [expr $clk_period * $clk_io_pct] -clock clk0 [all_outputs]
==> Slide: Implementation Results <==
Implementation Results

Power
  – Static leakage: 108 nW
  – Peak VDD IR: 0.0000328 V
  – Pwr/cell area: 29.9 nW/um2
  – Final Total Pwr: 10.6 mW

Global route
  – Pin count of the biggest net entering global routing: 105
  – Number of global-route vias before repair: 161,794
  – Initial antenna violation count: 54
  – First-pass GRT wire length: 1,240,000 um
  – GRT Total Usage: 25.3%
  – Gr ovfl total: 0

Worst hold path
  – Min-delay src: mem[82][6]
  – HP Class: register to register
  – Worst Hold Depth: 5

Layout
  – Fin cells: 24,961
  – Gate Area: 61,900 um2
  – Area Overhead vs Synth: 14.7%
  – FILL cells: 61,899
  – Layout cells sized above 1: 30.0%
  – Final instance area: 355,000 um2
  – Seq. cell area: 247,000 um2

Synthesis
  – Syn Std Cell Area: 309,000 um2
  – Unique cell type count in the Yosys netlist: 21
  – Yosys warning total: 1
  – Yosys cell count: 13,087
  – Synthesized registers: 8,224
  – Yosys chip area: 309,000 um2
  – Mapped Cells: 13,087
  – Syn_area_per_cell: 23.6 um2
  – Synth Seq Share: 79.8%

Final timing
  – F_max: 52.1 MHz
  – Slew Limit Headroom: 8.54%
  – Max Slew Vio Count: 0
  – Final hold vios: 0
  – Setup violations, final: 0
  – Minimum clock period after layout: 19.19 ns
  – Min Hold Slack: 0.989 ns
  – Post-Route Setup TNS: 0 ns
  – Clk_skew: 0.0877 ns
  – RSZ-0062 raised after global routing: false
  – Tightest Pin Transition: 1.36 ns
  – Cycle use final: 28.8%

Clock network
  – Latency at later pin: 1.17 ns
  – Reg clk slew, reported paths: 0.06 ns
  – Post-CTS Resized: 0
  – Buffer depth of the longest clock path: 4
  – Hold buffers post-CTS: 0
  – CTS sink count: 8,224
  – Post-CTS setup buffer count: 0
  – CTS Buf Count: 810
  – Htree depth: 6
  – Clock Tree Root: clkbuf_16
  – TritonCTS clock tree: yes

Drt
  – Routed Antenna Nets: 0
  – Initial DRC count: 10,308
  – Drc violations: 0
  – Avg WL per Cell: 35.5 um
  – Detailed Routing Iterations Pass 1: 5
  – DR vias: 146,391
  – Routed wire length: 886,000 um
  – Vias per cell: 5.86

Critical path
  – CP Max Fanout: 56
  – Crit-path slowest cell: o41ai_2
  – Worst Setup Start Kind: input port
  – R2r worst-path depth: 6
  – Crit-path most repeated cell: buf_4
  – CP Data Arrival Time: 20.04 ns
  – Critical Path Sink Type: register
  – Cell Chain, Critical Path: buf_16, buf_4, buf_4, buf_4, buf_4, buf_4, buf_4, mux4_2, a22oi_1, a21oi_1, buf_4, o41ai_2, buf_4, nand4_1
  – Req. time, crit path: 67.45 ns
  – CP Launch Point: address[0]
  – CP max stage delay: 0.99 ns
  – CP Class: input port to register
  – FF-to-FF Start: mem[139][5]

Place
  – Area post-placement: 330,000 um2
  – DP Cell Count: 23,476
  – Final HPWL DP: 514,000 um
  – Port Buffers: 74
  – GPL Wtd Cong: 0.909

Run
  – Max cap viols: 0
  – Count of tool warnings: 30

Floorplan
  – Die area: 777,000 um2
  – Die Y: 881 um
  – Core Area: 770,000 um2
  – Row count: 322
  – Die width: 881 um
  – Boundary pin count: 75
  – Floorplan utilization: 40.2%

Run status
  – Outcome: finished clean
-- synthesized netlist by cell type (all sizes together) --
library cell  instances  share of area (%)
edfxtp             8224                 80
mux4               2048                 15
a22oi              1024                2.5
a21oi               512               0.83
clkbuf              498               0.60
buf                 298               0.48
nor2                232               0.28
o41ai               128               0.36
nand4                32              0.065
nor3                 30              0.049
nand2                28              0.034
nand3                13              0.021
nor2b                 7              0.014
nand2b                6              0.012
and2                  3             0.0061
or2                   2             0.0040
inv                   1             0.0012
or3                   1             0.0020
-- per-layer routing --
| layer | up-vias | global-route usage, % | part of all wire [%] |
|---|---|---|---|
| met4 | 88 | 9.14 | 5.0 |
| met2 | 11116 | 34.9 | 45 |
| met1 | 74499 | 27.0 | 28 |
| met5 | - | 3.21 | 0.42 |
| met3 | 1626 | 23.9 | 21 |
| li1 | 59062 | - | - |
-- flip-flops by register name, indices dropped and copies added (netlist names) --
register and flops:
mem 8192, read_data 32
-- worst max-delay path: cells and delay by family --
kind,cells,cell delay (ns)
buffers and inverters,9,4.38
AND-OR/OR-AND,3,1.53
multiplexers,1,0.56
AND/OR/NAND/NOR,1,0.10
-- final timing paths --
path / to / slack [ns]
hold reg to reg: read_data[6] / 0.99
setup reg to reg: read_data[5] / 63.20
hold / removal: read_data[6] / 0.99
setup / recovery: read_data[1] / 47.41
-- cells by family after synthesis --
family,count (synthesis),synth area share (%)
compound gates,1664,3.68
simple gates,354,0.488
buf+inv,797,1.09
mux,2048,14.9
flops,8224,79.8
-- layout make-up --
type | instances | area share [%]
Multi-Input combinational cell | 4066 | 17.4
Inverter | 1 | 0.00106
Tap cell | 10206 | 3.60
Clock inverter | 449 | 1.13
Sequential cell | 8224 | 69.6
Clock buffer | 1010 | 5.98
Antenna cell | 26 | 0.0183
Timing Repair Buffer | 979 | 2.25
-- per-stage QoR --
stage / utilization (%) / worst slack, ns
finish: 46.1 / 47.41
global route: 46.1 / 46.71
CTS: 46.1 / 47.31
detailed placement: 42.8 / 46.10
global placement: 42.8 / 45.56
floorplan: - / 49.40
-- placed cells by master, fill, tap and decap left out, drive strengths merged --
cell type,count
mux4,2048
bufinv,49
nor3,30
o41ai,128
or2,2
clkdlybuf4s50,40
and2,3
nor2,232
a21oi,512
nand3,13
nand2b,6
nand4,32
inv,22
nand2,28
buf,939
clkbuf,1010
nor2b,7
clkinvlp,9
diode,26
a22oi,1024
edfxtp,8224
clkinv,370
or3,1
-- report_power, final --
part           internal, mW  switching, mW
Combinational         0.169          0.347
Sequential             5.71         0.0126
Clock                  2.45           1.93
Total                  8.32           2.29
Power is estimated from default activity; no workload was simulated.
