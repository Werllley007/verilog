<file path="flow/run.sh">
#!/bin/bash
# OpenROAD 26Q1-2900-gdf79404cd8, Yosys 0.63+post, stock flow scripts
make -C /OpenROAD-flow-scripts/flow DESIGN_CONFIG=/design/flow/config.mk WORK_HOME=/design/flow/orfs finish
</file>
<file path="flow/config.mk">
export PLATFORM = sky130hd
export DESIGN_NAME = register
export DESIGN_NICKNAME = register
export VERILOG_FILES = /design/flow/design.v
export SDC_FILE = /design/flow/constraint.sdc
export NUM_CORES = 4
export LEC_CHECK = 1
export CORE_UTILIZATION = 30
</file>
<file path="flow/constraint.sdc">
current_design register

set clk_period 1.1
set clk_io_pct 0.2

create_clock -name clk0 -period $clk_period [get_ports {clk}]

set non_clock_inputs [all_inputs -no_clocks]
set_input_delay [expr $clk_period * $clk_io_pct] -clock clk0 $non_clock_inputs
set_output_delay [expr $clk_period * $clk_io_pct] -clock clk0 [all_outputs]
</file>
<file path="flow/design.v">
module register #(parameter WIDTH = 32) (
    input clk,
    input reset,
    input write_enable,
    input [WIDTH-1:0] data_in,
    output reg [WIDTH-1:0] data_out
);
    always @(posedge clk or posedge reset) begin
        if (reset) begin
            data_out <= 0;
        end else if (write_enable) begin
            data_out <= data_in;
        end
    end
endmodule
</file>
==> impl_metrics.yaml <==
# synthesis and place-and-route metrics
outcome:
  outcome: "finished, final reports clean"
detailed_routing:
  antenna_cells: 0
  routed_wl_mm: 2.69
  postRouteAntennaNets: 0
  vias: 881
  remaining_drc_errors: 0
  vias_per_cell: 4.18
  drtIter0Drc: 16
  post_drt_wl_per_cell_um: 12.8
  firstDrtPassIters: 3
grt:
  grt_max_degree: 18
  grtUsageMet1: 0.203
  use_met2: 0.172
  grt_pass1_wl_mm: 4.51
  grt.overflow.total: 0
  grt-busiest-layer: "met1"
  grt.total_usage: 0.123
  grt_pass1_vias: 899
  globalRouteMet3Util: 0.0297
  grt_antenna_before_repair: 0
placed_design:
  place.gp.congestion: 0.803
  place_area_sq_um: 2090
  dp_hpwl_mm: 1.89
  dp.cells: 188
  io_buffers: 66
worst_hold_path:
  whs_path_depth: 2
  min_from: "write_enable"
  hold_path.class: "in2reg"
  hold_end: "data_out[11]"
floorplan:
  dieWidth_um: 69.1
  die_area_sq_um: 4770
  die_y_um: 69.1
  ios: 67
  core_area_sq_um: 4320
  row_count: 24
  fp_util: 0.312
setup_path:
  arrival_ps: 850
  end_kind: "output port"
  slowest_delay_ps: 390
  regToRegSetupSlack_ps: 210
  r2r_cells: 2
  slowest_stage: "dfrtp_1"
  crit_fanout: 2
  critical_path.top_delay_family: "flip-flops"
  worstSetupStartpointType: "flop"
  crit_type: "reg2out"
  r2r_end: "data_out[22]"
  cp_num_buf_inv: 1
  cp.required_ps: 880
  worstReg2RegStart: "data_out[22]"
  path_cells: "clkdlybuf4s15_1"
pwr:
  p_sw_mw: 0.609
  ir_worst_vdd_v: 0.000484
  total_power_mw: 2.90
  leakage_nw: 1.08
  p_clk_frac: 0.314
  p_sw_frac: 0.210
  p_int_mw: 2.29
  power_density_nw_per_um2: 1270
  power.share.sequential: 0.468
  combPwrFrac: 0.218
synth:
  post_synth_num_cell_types: 6
  avgSynthCellArea_sq_um: 19.5
  yosys-stat-cells: 69
  yosysWarnings: 1
  ys_seq_frac: 0.594
  numSynthFlops: 32
  yosys_area_sq_um: 1350
  netlist_instances: 69
  netlist_area_sq_um: 1350
cells_and_area:
  largest_reg_flops: 32
  final_area_sq_um: 2280
  largest_registers: "data_out: 32 flops"
  nFillCells: 373
  drive_gt1_frac: 0.403
  syn_to_final_growth_pct: 68.7
  stdcell_count: 211
  regMostFlops: "data_out"
job:
  tool_warnings: 25
  cap_violations: 0
sta:
  skew_ps: 0
  maxSlewViolCount: 0
  max_freq_ghz: 0.937
  finalCritPeriodShare: 0.970
  tightest_slew_ps: 178
  min_period_ps: 1070
  setup_viol_count_final: 0
  fin_setup_tns_ps: 0
  whs_ps: 326
  hold_viol: 0
  maxSlewHeadroom: 0.881
clock_tree:
  clockBufferDepth: 2
  clkSinkCount: 32
  cts_buffers: 5
  cts.htree.levels: 2
  clkTransAtPathRegs_ps: 70
  tritoncts: "yes"
  cts.hold.buffers_added: 0
  clock_latency_ps: 270
  clock-root-buffer: "clkbuf_8"
==> routing by layer <==
metal,up-vias,part of all wire
met2,37,0.44
met1,426,0.46
met5,-,0
met3,5,0.070
li1,413,-
met4,0,0.024
==> cell usage after synthesis, drive strengths merged <==
cell type  instances  share of area
buf                4          0.053
inv                1         0.0028
mux2              32           0.35
dfrtp             32           0.59
==> per-stage QoR <==
| step | setup slack (ps) | utilization |
|---|---|---|
| 6_report | 33.2 | 0.526 |
| 5_1_grt | -6.36 | 0.526 |
| 4_1_cts | 15.0 | 0.523 |
| 3_5_place_dp | 58.4 | 0.482 |
| 3_3_place_gp | 66.9 | 0.482 |
| 2_1_floorplan | 189 | - |
==> worst max path at each step <==
stage | cells past startpoint | from | slack (ps) | end
global route | 1 | data_out[20] | -6 | data_out[20]
finish | 1 | data_out[22] | 30 | data_out[22]
CTS | 1 | data_out[18] | 20 | data_out[18]
==> placed cells by master (no fill, tap or decap) <==
master and n:
clkinv_2 2, clkbuf_8 6, clkdlybuf4s50_1 33, buf_2 1
clkdlybuf4s15_1 29, inv_1 1, mux2_2 2, dfrtp_1 32
mux2_4 30, buf_4 16, clkbuf_2 3, buf_12 4
==> layout make-up <==
cell class                      count  area [sq um]  share of cell area
Timing Repair Buffer               86           841               0.369
Clock buffer                        6          82.6              0.0363
Multi-Input combinational cell     32           473               0.208
Tap cell                           52          65.1              0.0286
Sequential cell                    32           801               0.352
Inverter                            1          3.75             0.00165
Clock inverter                      2          10.0             0.00440
==> power groups by stage <==
stage | clock [mW] | combinational [mW] | sequential [mW]
4_1_cts | 0.950 | 0.626 | 1.35
5_1_grt | 0.999 | 0.681 | 1.37
6_report | 0.911 | 0.630 | 1.35
==> timing repair <==
action | 4_1_cts | 5_1_grt
setup endpoints to repair | 32 | 7
pin swaps | 0 | 0
resized | 64 | 3
gates cloned | 0 | 0
buffers inserted | 11 | 4
==> cell families after synthesis <==
family                 count (synthesis)  synth area share
muxes                                 32             0.351
DFF                                   32             0.594
buffers and inverters                  5            0.0557
Power figures rest on the tool's default switching activity, not on a simulated workload.
