===== run.sh =====
#!/bin/bash
# OpenROAD 26Q1-2900-gdf79404cd8, Yosys 0.63+post, stock flow scripts
make -C /OpenROAD-flow-scripts/flow DESIGN_CONFIG=/design/flow/config.mk WORK_HOME=/design/flow/orfs finish

===== config.mk =====
export PLATFORM = sky130hd
export DESIGN_NAME = twelve_wrong
export DESIGN_NICKNAME = twelve_wrong
export VERILOG_FILES = /design/flow/design.v
export SDC_FILE = /design/flow/constraint.sdc
export NUM_CORES = 4
export LEC_CHECK = 1
export CORE_AREA = 10 10 70 70
export DIE_AREA = 0 0 80 80

===== constraint.sdc =====
current_design twelve_wrong

set clk_period 4.4
set clk_io_pct 0.2

create_clock -name clk0 -period $clk_period

set non_clock_inputs [all_inputs -no_clocks]
set_input_delay [expr $clk_period * $clk_io_pct] -clock clk0 $non_clock_inputs
set_output_delay [expr $clk_period * $clk_io_pct] -clock clk0 [all_outputs]

===== design.v =====
module twelve_wrong#(parameter WIDTH = 4)(
    input       [WIDTH-1:0] a,b,c,s,
    output reg  [WIDTH-1:0] w,v,y,t
);
    always @(a or b or c or s) begin
        if (s == 0) begin
            v = a;
            y = b;
            t = c;
            w = s;  
        end
        else if (s <= 4'b0101) begin
            v = c;
            y = b;
            t = a;
            w = s;  
        end
        else if (s == 6 || s == 7) begin
            v = c;       
        end
        else begin
            v = 4'bxxxx;
        end
    end
endmodule

==> ci_impl_report.md <==
### Metrics collected by this job

| Metric | Value |
|---|---|
| Yosys reg bits | `12` |
| Post-synth top cells | `dlxtn_1, mux2_2, a21o_2, nor4_4` |
| Endpoints left unconstrained | `24` |
| DIE AREA | `6400 um^2` |
| Fin crit period | `3.65 ns` |
| Core Util at FP | `8.79%` |
| Share of layout cells above drive strength 1 | `18.5%` |
| Wirelength per Cell | `9.88 um` |
| Row count | `21` |
| Fmax | `0.274 GHz` |
| Antenna Cells | `0` |
| # IOs | `32` |
| Register pins left without a clock | `12` |
| Leak | `0.000259 uW` |
| OpenROAD warnings | `32` |
| Top cell area share | `60.0%` |
| HP Class | `in2out` |
| Worst hold path depth | `3` |
| Cell family with most CP delay | `buffers and inverters` |
| Gate power share | `77.3%` |
| Asr flop ratio synth | `0%` |
| Post_cts resized | `0` |
| Cell count in the Yosys report | `22` |
| Syn avg cell area | `13.6 um^2` |
| YS warnings | `1` |
| Internal cell power | `36.8 uW` |
| Fin crit share | `82.9%` |
| Initial antenna violation count | `0` |
| Via density | `2.86` |
| MaxCap Viol Count | `0` |
| CP Buf/Inv Count | `2` |
| Power per Cell Area | `68.5 nW/um^2` |
| EDFF count, synth | `0` |
| Hold WS | `2.82 ns` |
| Status | `finished, final reports clean` |
| Largest net degree at the start of global routing | `13` |
| Crit path DRT | `3.52 ns` |
| First-pass DRT Iterations | `2` |
| Post-CTS Hold Fix Bufs | `0` |
| Postcts setup bufs | `0` |
| Detailed router's first-iteration violation count | `2` |
| Max IR drop VDD | `0.0246 mV` |
| Port Buffer Count | `32` |
| Top cell by count, worst path | `clkdlybuf4s50_1` |
| Mapped Area | `300 um^2` |
| GRT Overall Usage | `2.84%` |
| Final ANT Viol Nets | `0` |
| Seq pwr share | `22.7%` |
| Number of global-route vias before repair | `299` |
| Cells after synthesis | `22` |
| Core outline area | `3420 um^2` |
| Worst Hold Launch | `a[1]` |
| Yosys chip area | `300 um^2` |
| Slowest cell delay on critical path | `0.59 ns` |
| Synth Flop Type | `dlxtn_1` |
| Net Sw Power | `9.60 uW` |
| Max Slew Vio Count | `0` |
| Crit Path Category | `in2out` |
| RSZ-0062 raised after global routing | `false` |
| Area growth syn-to-layout | `126%` |
| Max FO, Critical Path | `8` |
| Global-route wire length before repair | `1.49 mm` |
| DRC | `0` |
| Via count | `286` |
| Global route overflow | `0` |
| Die x size | `80 um` |
| Most common cell in the synthesized netlist | `dlxtn_1` |
| Cell area leaders | `dlxtn_1, mux2_2, nor4_4, a21o_2` |
| Levels on crit path | `4` |
| Yosys cell types | `4` |
| DP HPWL | `894 um` |
| Least-Margin Pin Slew | `0.566 ns` |
| Hold Violations, Final | `0` |
| Critical Path AT | `2.77 ns` |
| Slew Limit Headroom | `62.0%` |
| Crit path cell chain | `clkdlybuf4s50_1 > nor4_4 > mux2_2 > clkdlybuf4s50_1` |
| Die Y-Extent | `80 um` |
| Sw frac | `20.7%` |
| Setup_tns | `0 ns` |
| Slowest-stage cell, CP | `nor4_4` |
| Leading area contributor after synthesis | `dlxtn_1` |
| GPL Wtd Cong | `0.745` |
| Clk pwr share | `0%` |
| Crit end category | `output port` |
| Crit start category | `primary input` |
| Routed Wire Length | `988 um` |
| Hold Path Sink | `v[1]` |
| Final setup violation count | `0` |
## tightest hold or removal path, delay by kind of cell
family,cells,cell delay [ns]
buffers and inverters,2,0.93
multiplexers,1,0.14
## layout make-up
type | instances | area, um^2
Fill cell | 383 | 2740
Timing Repair Buffer | 32 | 320
Tap cell | 46 | 57.6
Sequential cell | 12 | 180
Multi-Input combinational cell | 10 | 120
## cell usage in the layout (no fill, tap or decap), drive strengths merged
| master | n |
|---|---|
| mux2 | 8 |
| a21o | 1 |
| nor4 | 1 |
| clkdlybuf4s50 | 32 |
| dlxtn | 12 |
## registers in the layout, indices dropped and copies added (netlist names)
signal,cells
t,4
w,4
y,4
## power groups by stage
stage	clock network [uW]	logic (uW)	registers, uW
final	0	35.9	10.5
after global routing	0	39.2	10.9
after CTS	0	36.6	10.6
## how the worst max path moves through the flow
stage	startpoint	endpoint	slack, ns
global route	s[1]	v[0]	0.67
CTS	s[1]	v[3]	0.74
finish	s[1]	v[3]	0.75
## layer usage
| metal | up-vias | wire length, um | global-route usage (%) |
|---|---|---|---|
| met3 | 0 | 238 | 1.82 |
| met2 | 30 | 261 | 3.61 |
| met1 | 114 | 488 | 4.12 |
| met4 | 0 | 0 | 0 |
| met5 | - | 0 | 0 |
| li1 | 142 | - | - |
## metrics by stage
| step | power, uW | cells | setup slack [ns] | util, % | cell area, um^2 |
|---|---|---|---|---|---|
| 3_5_place_dp | 46.9 | 100 | 0.743 | 19.9 | 678 |
| 2_1_floorplan | 16.4 | 22 | 1.83 | - | 300 |
| 3_3_place_gp | 46.9 | 100 | 0.777 | 19.9 | 678 |
| 6_report | 46.4 | 100 | 0.753 | 19.9 | 678 |
| 5_1_grt | 50.1 | 100 | 0.666 | 19.9 | 678 |
| 4_1_cts | 47.3 | 100 | 0.742 | 19.9 | 678 |
## cell families after synthesis
| family | Yosys count | share of synthesized area (%) |
|---|---|---|
| latches | 12 | 60.0 |
| muxes | 8 | 30.0 |
| AOI/OAI and AO/OA | 1 | 2.92 |
| and+or+nand+nor | 1 | 7.08 |
Power is estimated from default activity; no workload was simulated.
